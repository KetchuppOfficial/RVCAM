[design/flow/config.mk]
export PLATFORM = sky130hd
export DESIGN_NAME = ExecuteStage
export DESIGN_NICKNAME = ExecuteStage
export VERILOG_FILES = /design/flow/design.v
export SDC_FILE = /design/flow/constraint.sdc
export NUM_CORES = 4
export LEC_CHECK = 1
export CORE_UTILIZATION = 30
[design/flow/constraint.sdc]
current_design ExecuteStage

set clk_period 52.4
set clk_io_pct 0.2

create_clock -name clk0 -period $clk_period

set non_clock_inputs [all_inputs -no_clocks]
set_input_delay [expr $clk_period * $clk_io_pct] -clock clk0 $non_clock_inputs
set_output_delay [expr $clk_period * $clk_io_pct] -clock clk0 [all_outputs]
[design/flow/design.v]
module ALUArgSource(
    input logic[64-1:0] gpr_value, alu_result_memory, result_writeback, imm,
    input logic[2-1:0] forward_rs,
    input logic alu_src,
    output logic[64-1:0] alu_arg, gpr_value_or_forwarded_value
);
    always_comb
        case (forward_rs)
            2'b00:
                gpr_value_or_forwarded_value = gpr_value;
            2'b01:
                gpr_value_or_forwarded_value = result_writeback;
            2'b10:
                gpr_value_or_forwarded_value = alu_result_memory;
            default:
                gpr_value_or_forwarded_value = {64{1'bx}};
        endcase
    always_comb
        case (alu_src)
            1'b0:
                alu_arg = gpr_value_or_forwarded_value;
            1'b1:
                alu_arg = imm;
            default:
                alu_arg = {64{1'bx}};
        endcase
endmodule
module ExecuteStage(
    input logic[64-1:0] gpr1_value, gpr2_value, pc, imm, alu_result_memory, result_writeback,
    input logic[2-1:0] forward_rs1, forward_rs2,
    input logic[4-1:0] alu_control,
    input logic alu_src1, alu_src2,
    input logic[4-1:0] branch_type,
    output logic[64-1:0] alu_result, pc_plus_imm, gpr2_value_or_forwarded_value,
    output logic[2-1:0] pc_source,
    output logic branch_taken
);
    logic[64-1:0] alu_arg1, alu_arg2, ignore;
    logic n, z, c, v;
    ALUArgSource alu_arg1_source(
        gpr1_value, alu_result_memory, result_writeback, {64{1'b0}}, forward_rs1, alu_src1,
        alu_arg1, ignore
    );
    ALUArgSource alu_arg2_source(
        gpr2_value, alu_result_memory, result_writeback, imm, forward_rs2, alu_src2,
        alu_arg2, gpr2_value_or_forwarded_value
    );
    ALU #( 64) alu(
        alu_arg1, alu_arg2, alu_control,
        alu_result, n, z, c, v
    );
    PCSourceDecoder pc_source_decoder(
        branch_type, n, z, c, v,
        pc_source, branch_taken
    );
    Adder #( 64) adder(
        pc, imm, 1'b0,
        pc_plus_imm
    );
endmodule
module PCSourceDecoder (
    input logic[4-1:0] branch_type,
    input logic n, z, c, v,
    output logic[2-1:0] pc_source,
    output logic branch_taken
);
    logic[2:0] result;
    assign {pc_source, branch_taken} = result;
    always_comb
        case (branch_type)
            4'b000_0:
                result = {2'b00, 1'b0};
            4'b001_0:
                result = {2'b01, 1'b1};
            4'b010_0:
                result = {2'b10, 1'b1};
            4'b000_1:
                if (z)
                    result = {2'b01, 1'b1};
                else
                    result = {2'b00, 1'b0};
            4'b001_1:
                if (~z)
                    result = {2'b01, 1'b1};
                else
                    result = {2'b00, 1'b0};
            4'b100_1:
                if (n ^ v)
                    result = {2'b01, 1'b1};
                else
                    result = {2'b00, 1'b0};
            4'b101_1:
                if (~(n ^ v))
                    result = {2'b01, 1'b1};
                else
                    result = {2'b00, 1'b0};
            4'b110_1:
                if (~c)
                    result = {2'b01, 1'b1};
                else
                    result = {2'b00, 1'b0};
            4'b111_1:
                if (c)
                    result = {2'b01, 1'b1};
                else
                    result = {2'b00, 1'b0};
            default:
                result = {1 + 2{1'bx}};
        endcase
endmodule
module AdderNZCV #(
    parameter N = 64
) (
    input logic[N-1:0] a, b,
    input logic control,
    output logic[N-1:0] result,
    output logic n, z, c, v
);
    logic[N-1:0] b_or_inv_b;
    logic a_sign, b_sign, result_sign;
    assign a_sign = a[N-1];
    assign b_sign = b[N-1];
    assign result_sign = result[N-1];
    assign n = result[N-1];
    assign z = (result == 0);
    assign v = (a_sign ^ result_sign)  
             & ~(control ^ (a_sign ^ b_sign));  
    assign b_or_inv_b = control ? ~b : b;
    assign {c, result} = a + b_or_inv_b + {{N-1{1'b0}}, control };
endmodule
module Adder #(
    parameter N = 64
) (
    input logic[N-1:0] a, b,
    input logic control,
    output logic[N-1:0] result
);
    logic[N-1:0] b_or_inv_b;
    logic carry;
    assign b_or_inv_b = control ? ~b : b;
    assign {carry, result} = a + b_or_inv_b + {{N-1{1'b0}}, control};
endmodule
module ALU #(
    parameter N = 64
) (
    input logic[N-1:0] a, b,
    input logic[3:0] control,
    output logic[N-1:0] result,
    output logic n, z, c, v
);
    logic[N-1:0] sum;
    AdderNZCV adder(.a(a), .b(b), .control(control[0]),
                .result(sum), .n(n), .z(z), .c(c), .v(v));
    always_comb
        case (control)
            4'b000_0:
                result = sum;
            4'b001_0:
                result = a & b;
            4'b010_0:
                result = a | b;
            4'b011_0:
                result = a ^ b;
            4'b100_0:
                result = a << b;
            4'b101_0:
                result = a >> b;
            4'b110_0:
                result = a >>> b;
            4'b000_1:
                result = sum;
            4'b001_1:
                result = {{N-1{1'b0}}, n ^ v};
            4'b010_1:
                result = {{N-1{1'b0}}, ~c};
            default:
                result = {N{1'bx}};
        endcase
endmodule
[design/flow/run.sh]
#!/bin/bash
# OpenROAD 26Q1-2900-gdf79404cd8, Yosys 0.63+post, stock flow scripts
make -C /OpenROAD-flow-scripts/flow DESIGN_CONFIG=/design/flow/config.mk WORK_HOME=/design/flow/orfs finish
==> ci_impl_report.md <==
## Implementation flow summary

| Metric | Value |
|---|---|
| Status | `complete, no violations` |
| Power per cell area | `18.8 nW/µm²` |
| Max Cap Viol | `0` |
| Yosys cell types | `88` |
| Fin crit share | `55.8%` |
| CTS-repair resized insts | `0` |
| Clock buffers | `0` |
| Peak Freq | `34.2 MHz` |
| # Cells Yosys | `3,998` |
| Syn Area/Cell | `6.20 µm²` |
| Final Max Tran Viols | `0` |
| Hold path start | `branch_type[3]` |
| DR iter-0 viols | `5,045` |
| Hold Crit Endpoint | `pc_source[0]` |
| Flops | `0` |
| Arr. time, crit path | `18.75 ns` |
| Setup TNS | `0 ns` |
| First-pass GRT wire length | `276,000 µm` |
| Critical path origin | `forward_rs2[0]` |
| Area of the mapped netlist | `24,800 µm²` |
| Ports | `593` |
| Yosys warns | `3` |
| Relative slew margins | `0.305%` |
| Grt ovf | `0` |
| Leakage Power | `13.4 nW` |
| Finished layout cell area | `32,300 µm²` |
| Core area | `82,000 µm²` |
| Critical Path Source Type | `primary input` |
| Top cells by area | `ha_1, nand2_1, mux2i_1` |
| Min Clock Period, post-route | `29.23 ns` |
| Area leader share | `13.0%` |
| Post-Syn Instances | `3,998` |
| Share of cells above drive strength 1 | `5.62%` |
| Wire length per cell | `37.0 µm` |
| Port bufs | `593` |
| Hold Path Depth | `4` |
| Max Fanout on Critical Path | `66` |
| Largest net degree at the start of global routing | `142` |
| OpenROAD warning count | `110` |
| Post-CTS Setup Bufs | `0` |
| Hold-fix buffers at CTS | `0` |
| Seq share, synth | `0%` |
| Max VDD drop | `0.00867 mV` |
| Crit end category | `output pin` |
| Core Util at FP | `30.2%` |
| Setup-failing EPs final | `0` |
| Site row count | `105` |
| Antenna violations before repair | `39` |
| Die height | `289 µm` |
| Slew @ Worst Pin | `1.48 ns` |
| Gr usage total | `48.4%` |
| Drt total wl | `205,000 µm` |
| Final Hold Viols | `0` |
| DRC | `0` |
| Placed cell area | `32,200 µm²` |
| Worst Hold Class | `primary input to output pin` |
| Area leader, netlist | `ha_1` |
| Placer Congestion | `1.17` |
| Critical path class | `primary input to output pin` |
| Die W | `289 µm` |
| FF/Latch Area | `0 µm²` |
| Number of global-route vias before repair | `33,700` |
| Worst Hold Slack | `22.00 ns` |
| RSZ-0062 raised after global routing | `no` |
| Die area | `83,800 µm²` |
| Post-route ant nets | `0` |
| Worst EP required | `41.92 ns` |
| Yosys stat area | `24,800 µm²` |
| Hpwl dp | `169,000 µm` |
| Total Power | `606 µW` |
| Drt first pass iters | `7` |
| Vias | `36,400` |
| Synth-to-Final Area Change | `30.3%` |
| Vias per cell | `6.57` |
==> report_power, final <==
group / switching (mW) / leakage, nW / total [mW] / internal (mW)
sequential: 0 / 0 / 0 / 0
clock: 0 / 0.000153 / 0.0000000121 / 0.0000000120
combinational: 0.388 / 13.4 / 0.606 / 0.218
==> layout make-up <==
class	instances	area, µm²
inverters	214	810
multi-input cells	3471	22800
fillers	8991	49700
well taps	1070	1340
diodes	25	62.6
repair buffers	762	7240
==> synthesized netlist by cell type, drive strengths merged, types with 23 or more instances <==
cell	instances
o22ai	35
nor3	97
nand2b	30
o21a	39
buf	93
xnor2	71
nand4	42
a21o	91
or3	30
a31oi	36
inv	214
nor2	387
clkbuf	220
o221ai	28
o21ai	319
a221o	23
nor4	34
nor2b	62
a221oi	131
o211ai	97
a21oi	295
xor2	92
nand2	577
a211oi	79
mux2i	154
ha	258
nand3	92
a22oi	49
mux2	34
and3	29
==> cells by family after synthesis <==
group / Yosys count / synth area share (%)
multiplexers: 195 / 8.41
buffers and inverters: 527 / 8.31
adder cells (fa/ha/maj): 260 / 13.2
AND/OR/NAND/NOR: 1437 / 25.9
AND-OR/OR-AND: 1416 / 38.5
XOR/XNOR: 163 / 5.76
==> worst max-delay path, cell delays in order <==
cell and delay (ns):
clkdlybuf4s50_1 0.53, inv_1 0.09, ha_4 0.62, buf_4 0.61, o21ai_0 0.47, mux2i_1 0.59, nand2_1 0.29, nor4_1 0.35
buf_4 0.21, and2_4 0.39, buf_4 0.49, buf_4 0.56, nand2_1 0.46, o22ai_1 0.41, o21ai_0 0.16, o21ai_0 1.18
o32a_1 0.30, clkdlybuf4s50_1 0.46
==> metrics by stage <==
step | setup WS, ns | std cells | utilization (%)
after global placement | 23.59 | 5517 | 39.3
after CTS | 23.48 | 5517 | 39.3
after detailed placement | 23.51 | 5517 | 39.3
after global routing | 22.82 | 5528 | 39.4
after floorplan | 25.31 | 3998 | -
final | 23.17 | 5542 | 39.4
==> metal layers <==
metal	GRT usage [%]	vias to the layer above	wire length, µm	share of wire (%)
met5	0	-	377	0.18
met3	18.6	603	27500	13
met1	59.8	17400	76200	37
li1	-	15700	-	-
met2	68.5	2665	82900	40
met4	34.1	26	18100	8.8
==> worst max-delay path by stage <==
stage	endpoint	slack [ns]	depth (start not counted)
finish	alu_result[0]	23.17	18
global route	pc_source[0]	22.82	23
CTS	branch_taken	23.48	22
==> cells in the final DEF, fill, tap and decap left out, types with 33 or more instances in the layout <==
master,instances
nor2_1,387
nand3_1,92
nand2_1,577
o22ai_1,35
ha_1,254
o21a_1,38
o211ai_1,97
nor2b_1,62
mux2i_1,154
a211oi_1,78
buf_4,167
a22oi_1,48
xor2_1,92
nor3_1,95
nand4_1,42
inv_1,208
clkdlybuf4s50_1,590
o21ai_0,306
nor4_1,33
a31oi_1,36
mux2_2,33
a21oi_1,295
a21o_1,91
xnor2_1,71
a221oi_1,130
Power is estimated from default activity; no workload was simulated.

<file path="flow/config.mk">
export PLATFORM = sky130hd
export DESIGN_NAME = DecodeStage
export DESIGN_NICKNAME = DecodeStage
export VERILOG_FILES = /design/flow/design.v
export SDC_FILE = /design/flow/constraint.sdc
export NUM_CORES = 4
export LEC_CHECK = 1
export CORE_UTILIZATION = 50
</file>
<file path="flow/constraint.sdc">
current_design DecodeStage

set clk_period 13.2
set clk_io_pct 0.2

create_clock -name clk0 -period $clk_period [get_ports {clk}]

set non_clock_inputs [all_inputs -no_clocks]
set_input_delay [expr $clk_period * $clk_io_pct] -clock clk0 $non_clock_inputs
set_output_delay [expr $clk_period * $clk_io_pct] -clock clk0 [all_outputs]
</file>
<file path="flow/design.v">
module DecodeStage(
    input logic clk,
    input logic[32-1:0] instruction,
    input logic[3-1:0] imm_type,
    input logic we_gpr_writeback,
    input logic[5-1:0] rd_writeback,
    input logic[64-1:0] result_writeback,
    output logic[(6 - 0 + 1)-1:0] opcode,
    output logic[(14 - 12 + 1)-1:0] funct3,
    output logic funct7_bit5,
    output logic[5-1:0] rs1, rs2, rd,
    output logic[64-1:0] imm,
    output logic[64-1:0] gpr1_value, gpr2_value
);
    assign opcode = instruction[6:0];
    assign funct3 = instruction[14:12];
    assign funct7_bit5 = instruction[25 + 5];
    assign rs1 = instruction[19:15];
    assign rs2 = instruction[24:20];
    assign rd = instruction[11:7];
    RegFile #( 64) reg_file(
        clk, we_gpr_writeback, rs1, rs2, rd_writeback, result_writeback,
        gpr1_value, gpr2_value
    );
    ImmDecoder imm_decoder(
        instruction[31:7], imm_type,
        imm
    );
endmodule
module ImmDecoder (
    input logic[32-1:6+1] imm,
    input logic[3-1:0] imm_type,
    output logic[64-1:0] sext_imm
);
    logic sign_bit;
    assign sign_bit = imm[32-1];
    always_comb
        case (imm_type)
            3'b000:
                sext_imm = {{64-12{sign_bit}},
                            imm[31:20]};
            3'b001:
                sext_imm = {{64-12{sign_bit}},
                            imm[31:25],
                            imm[11:7]};
            3'b010:
                sext_imm = {{64-13{sign_bit}},
                            sign_bit,
                            imm[7],
                            imm[30:25],
                            imm[11:8],
                            1'b0};
            3'b011:
                sext_imm = {{64-32{sign_bit}},
                            imm[31:12],
                            12'b0};
            3'b100:
                sext_imm = {{64-21{sign_bit}},
                            sign_bit,
                            imm[19:12],
                            imm[20],
                            imm[30:21],
                            1'b0};
            default:
                sext_imm = {64{1'bx}};
        endcase
endmodule
module RegFile #(
    parameter N = 64
) (
    input logic clk,
    input logic we3,
    input logic[5-1:0] addr1, addr2, addr3,
    input logic[N-1:0] wd3,
    output logic[N-1:0] rd1, rd2
);
    logic[N-1:0] reg_file[(1 << 5)-1:0];
    always_ff @(negedge clk)
        if (we3)
            reg_file[addr3] <= wd3;
    assign rd1 = (addr1 == 0) ? 0 : reg_file[addr1];
    assign rd2 = (addr2 == 0) ? 0 : reg_file[addr2];
endmodule
</file>
<file path="flow/run.sh">
#!/bin/bash
# OpenROAD 26Q1-2900-gdf79404cd8, Yosys 0.63+post, stock flow scripts
make -C /OpenROAD-flow-scripts/flow DESIGN_CONFIG=/design/flow/config.mk WORK_HOME=/design/flow/orfs finish
</file>
==> CHANGELOG.md <==
### Physical design

* Die height at 440 um
* Chip area at 194,000 sq um
* Setup crit start kind: register
* Fin Setup TNS at 0 ns
* Vias at around 62k
* Core ar. at 190,000 sq um
* Buf+Inv Stages, Crit Path at 2
* RSZ-0062 raised after global routing: false
* TritonCTS Sinks at slightly above 2k
* Endpoints failing hold at 0
* Post-Syn Area at 95,900 sq um
* Root Driver: clkbuf_16
* Top delay family on crit path: buffers and inverters
* Pin count of the biggest net entering global routing at roughly 82
* Reg with most FFs: reg_file.reg_file
* I/O pins at 324
* PD cells at 148 nW/um^2
* Fin. max-slew vios at 0
* CP peak stage delay at 0.67 ns
* Crit path DAT at 9.96 ns
* Largest registers: reg_file.reg_file: 2048 flops
* Final setup fails at 0
* Post-synth regs at 2,048
* Number of cells in Yosys stat at 5,232
* Vias in the first global route at approximately 70k
* Synth area leader: edfxtp_1
* Maxcap violations at 0
* Top cells by area: edfxtp_1 64%, mux4_2 17%, mux2i_1 8.1%
* Reg area at ~61,000 sq um
* Post-synth seq share at 64.1%
* GR Overflow Total at 0
* Postcts setup bufs at 0
* Hold/Removal Path Class: input pin to primary output
* Crit. End Element: primary output
* Post-synth ARST share at 0%
* Total leakage power at 47.9 nW
* Cell depth of the worst setup path at 7
* Avg Inst Size Synth at 18.3 sq um
* Hold_buf cts at 0
* CP max FO at 2
* Post-synth EDFFs at between 2k and 2.5k
* DR vias/cell at 6.01
* Setup crit start: reg_file.reg_file[9][45]
* # resized after CTS at 0
* Worst path cell trace: mux4_2 > mux2i_1 > nor2b_1 > a2111oi_0 > buf_4 > nor4_1 > clkdlybuf4s50_1
* Top FF cell, synth: edfxtp_1
* Reg clk slew, reported paths at roughly 0.040 ns
* H-tree levels at 4
* CTS tree: done
* Final WL at slightly above 300,000 um
* Max-slew headroom at approximately 15%
* Global-route wire length before repair at ~440,000 um
* First drt pass iteration count at 5
* Distinct cells, synth at between 40 and 50
* Longest Clk Path Bufs at 3
* GPL Wtd Cong at around 0.88
* Fillers at 13.4k
* Initial drt markers at 3,947
* Area share, top type at between 60 and 70%
* Layout cells sized above 1 at 19.0%
* Crit Path Class: register to primary output
* Worst Setup EP: gpr2_value[45]
* DPL Wire Length at 172,000 um
* Port Buffers at 309
* Remaining antenna violation count at 0
* Drc violations at 0
* Max reg flops at about 2.0k
* Rows at 160
* Cells after Synth at 5,232
* VDD IR max at between 0.0001 and 0.00015 V
* Yosys warns at 2
* Dpl cell area at slightly above 100,000 sq um
* Global Route Usage Sum at approximately 36%
* Gate Area at 32,300 sq um
* End-of-flow core utilization at between 60% and 70%
* Tool Warnings at ~1k
* Area grow syn2layout at 22.9%
* Fp_density at roughly half
* Final Cell Area at about 120,000 sq um
* Slew of the pin with the lowest slew margin at roughly 1.3 ns
* CP max stage cell: a2111oi_0
* Synthesis area per yosys at 95,900 sq um
* WL per Instance at 29.8 um
* Die X at between 400 and 500 um
* Status: finished, final reports clean
* Cts bufs inserted at 225
* Required time of the worst setup path at 10.56 ns
* Antenna violations before repair at 6
[cell usage after synthesis (all sizes together) (46+ instances only)]
cell / number
edfxtp: 2048
mux2i: 777
mux4: 727
buf: 305
a22oi: 269
clkbuf: 165
nand2: 130
o22ai: 122
a21o: 92
o21ai: 89
nand3: 85
mux2: 77
nor2: 71
nor2b: 46
[through the flow]
stage / hold slack (ns) / total power, mW / instances / worst slack, ns
after floorplan: 5.33 / 9.07 / 5232 / 0.138
after global placement: 5.28 / 9.69 / 7842 / 1.14
after detailed placement: 5.28 / 9.70 / 7842 / 1.14
after CTS: 5.28 / 17.7 / 10300 / 0.558
after global routing: 5.28 / 18.5 / 10300 / 0.558
final: 5.28 / 17.5 / 10300 / 0.596
[cell usage in the layout, fill, tap and decap left out, drive strengths merged, types with 36 or more instances in the layout]
| cell | Yosys | final |
|---|---|---|
| mux4 | 727 | 727 |
| a21o | 92 | 92 |
| inv | 2 | 2130 |
| buf | 305 | 269 |
| nand2 | 130 | 130 |
| nor2b | 46 | 46 |
| o21ai | 89 | 89 |
| clkbuf | 165 | 226 |
| o22ai | 122 | 122 |
| nor2 | 71 | 71 |
| clkdlybuf4s50 | 0 | 300 |
| nand3 | 85 | 85 |
| bufinv | 0 | 38 |
| mux2 | 77 | 77 |
| a211oi | 37 | 37 |
| mux2i | 777 | 777 |
| edfxtp | 2048 | 2048 |
| clkinvlp | 0 | 59 |
| a21oi | 36 | 36 |
| a22oi | 269 | 269 |
[kinds of logic after synthesis]
group / after synthesis / synth area share (%)
AOI/OAI and AO/OA: 723 / 5.22
xor gates and xnor gates: 1 / 0.00913
buffers and inverters: 472 / 2.54
DFF: 2048 / 64.1
muxes: 1581 / 26.1
and+or+nand+nor: 407 / 2.01
[where the power goes]
part	internal (mW)	leakage [nW]	switching, mW
clock	4.66	14.7	4.10
combinational	0.600	14.8	0.778
sequential	7.30	18.4	0.0311
[final cells by class]
type                       count  area share [%]
clock inverter              2233            8.15
timing repair buffer         569            4.80
clock buffer                 226            4.80
tap                         2511            2.66
inverter                       1         0.00318
multi-input combinational   2712            27.4
antenna                        7          0.0149
sequential                  2048            52.2
[how the worst min path moves through the flow]
stage                  start        end  slack (ns)  depth (start not counted)
CTS           instruction[0]  opcode[0]        5.28                          0
finish        instruction[0]  opcode[0]        5.28                          0
global route  instruction[0]  opcode[0]        5.28                          0
[layer usage]
layer | GRT usage [%] | vias up | wire length (um)
met4 | 17.2 | 15 | 13800
met5 | 1.09 | - | 310
met3 | 26.8 | 682 | 48000
li1 | - | 26900 | -
met1 | 43.1 | 30300 | 97900
met2 | 50.1 | 4113 | 147000
No activity file was given, so power comes from the tool's default toggle rates.

## ./config.mk

```make
export PLATFORM = sky130hd
export DESIGN_NAME = NextPC
export DESIGN_NICKNAME = NextPC
export VERILOG_FILES = /design/flow/design.v
export SDC_FILE = /design/flow/constraint.sdc
export NUM_CORES = 4
export LEC_CHECK = 1
export CORE_AREA = 10 10 107 107
export DIE_AREA = 0 0 117 117
```

## ./constraint.sdc

```tcl
current_design NextPC

set clk_period 7.1
set clk_io_pct 0.2

create_clock -name clk0 -period $clk_period

set non_clock_inputs [all_inputs -no_clocks]
set_input_delay [expr $clk_period * $clk_io_pct] -clock clk0 $non_clock_inputs
set_output_delay [expr $clk_period * $clk_io_pct] -clock clk0 [all_outputs]
```

## ./design.v

```verilog
module NextPC(
    input logic[2-1:0] pc_source,
    input logic[64-1:0] pc_plus_4_fetch, pc_plus_imm_execute, alu_result_execute,
    output logic[64-1:0] next_pc_fetch
);
    always_comb
        case (pc_source)
            2'b00:
                next_pc_fetch = pc_plus_4_fetch;
            2'b01:
                next_pc_fetch = pc_plus_imm_execute;
            2'b10:
                next_pc_fetch = alu_result_execute;
            default:
                next_pc_fetch = {64{1'bx}};
        endcase
endmodule
```

## ./run.sh

```bash
#!/bin/bash
# OpenROAD 26Q1-2900-gdf79404cd8, Yosys 0.63+post, stock flow scripts
make -C /OpenROAD-flow-scripts/flow DESIGN_CONFIG=/design/flow/config.mk WORK_HOME=/design/flow/orfs finish
```

==> run notes <==
run metrics: kind of start point of the critical path=input pin, HPWL reported at the end of detailed placement=slightly above 9 mm, number of top-level design ports=258, largest net degree at the start of global routing=58, mean instance size in the synthesized netlist=8.46 um^2, Detail Route Antenna Nets=0, largest fanout of any net on the critical path=37, number of unique standard cell types used by synthesis=12, arrival time worst endpoint=3.94 ns, total power of the final layout=~0.32 mW, global-route wire length before repair=~15 mm, required time reported for the critical path endpoint=approximately 5.7 ns, via count of the first global-routing pass=2,620, slowest stage delay, CP=0.58 ns, Fmax=between 150 and 200 MHz, HP Class=in -> out, cell type with the largest total area after synthesis=sky130_fd_sc_hd__a22oi_2, main area contributors after synthesis=sky130_fd_sc_hd__a22oi_2 (40%), sky130_fd_sc_hd__o21ai_2 (28%), sky130_fd_sc_hd__nand2_1 (13%), tool warning count=33, number of resized instances in the post-cts repair step=0, category of the critical setup timing path=in -> out, summed area of non-filler cells in the final layout=4380 um^2, pre-placement core utilization=20.6%, Max-Cap Viols=0, number of failing hold endpoints at the final stage=0, die span in y=117 um, placed standard-cell area=roughly 4400 um^2, fraction of layout instances using a drive strength above 1=27.7%, worst-case setup slack after placement=about 1.7 ns, hold path startpoint=pc_plus_4_fetch[50], worst-case headroom to the max-slew limit=52.3%, setup repair after global routing missed its margin=false, number of buffers added for setup after CTS=0, mean routed wirelength per cell=around 19 um, core box area=9200 um^2, min Tclk post-route=5.36 ns, ys cells=224, # setup viols final=0, netlist area before placement=1900 um^2, Final GP Congestion=0.850, I/O Buffers=roughly 260, total power per unit cell area=72.4 nW/um^2, Top delay family on crit path=buffers and inverters, number of cells after detailed placement=570, Layout Cells excl Fill=570, number of hold buffers added after CTS=0, Post-Route Setup TNS=0 ns, die outline area=13,700 um^2, combined global-route utilization of all metal layers=14.3%, CLK BUF=0, average via count per standard cell=around 4.4, WHS=3.76 ns, outcome=finished clean, most common cell in the netlist=sky130_fd_sc_hd__nand2_1, part of the Yosys area used for sequential elements=0%, total cell area reported by yosys after synthesis=between 1500 and 2000 um^2, Diodes inserted=0, period utilisation layout=75.5%, final number of max-transition violations=0, final core occ=47.7%, Buf+Inv Stages, Crit Path=4, First-pass DRT Iterations=4, Crit path top cell by count=sky130_fd_sc_hd__clkdlybuf4s50_1, Max-area cell share=39.6%, Horiz. Die Dim=117 um, worst-margin pin slew=0.716 ns, worst path cell trace=clkdlybuf4s50_1 > inv_1 > ha_4 > buf_4 > a22oi_1 > o21ai_1 > clkdlybuf4s50_1, initial antenna violation count=0, total of warnings raised by yosys=1, Layout Area Growth over Synthesis=131%, standby leakage power=1.49 nW, sort of element at the end of the critical path=output pin, grt total ovfl=0, most common library cells after synthesis=sky130_fd_sc_hd__nand2_1 (64), sky130_fd_sc_hd__a22oi_2 (60), sky130_fd_sc_hd__o21ai_2 (60), detailed-route wire length=10.8 mm, Site Rows=35, setup ws final=1.74 ns, worst voltage drop across the vdd grid=32.2 uV, sequential cell count=0, violation tally from detailed-route iteration zero=102, timing startpoint of the critical path=pc_source[0], sequential cell area in the final layout=0 um^2, number of instances in the synthesized netlist=224, worst-path cell with the longest stage delay=sky130_fd_sc_hd__ha_4, via count=2,529, DRC=0
-- kinds of logic after synthesis --
family / Yosys count / synth area share (%)
AND-OR/OR-AND: 128 / 70.0
buffers and inverters: 30 / 16.0
AND/OR/NAND/NOR: 64 / 12.7
adder cells (fa/ha/maj): 2 / 1.32
-- layout by cell type (no fill, tap or decap) --
cell,instances
sky130_fd_sc_hd__ha_4,2
sky130_fd_sc_hd__clkdlybuf4s50_1,258
sky130_fd_sc_hd__o21ai_2,60
sky130_fd_sc_hd__o21ai_1,3
sky130_fd_sc_hd__nand2_1,64
sky130_fd_sc_hd__inv_1,2
sky130_fd_sc_hd__o21ai_0,1
sky130_fd_sc_hd__buf_4,5
sky130_fd_sc_hd__a22oi_1,4
sky130_fd_sc_hd__a22oi_2,60
-- worst paths after layout --
kind	to	slack [ns]	depth (start not counted)
setup / recovery	next_pc_fetch[62]	1.74	7
hold / removal	next_pc_fetch[50]	3.76	4
-- cell type report --
class / instances / area, um^2
fill: 885 / 4810
multi-input combinational: 194 / 1620
timing repair buffer: 263 / 2620
tap: 111 / 139
inverter: 2 / 7.51
-- power by group --
group,internal [mW],switching (mW),leakage (nW)
sequential,0,0,0
combinational,0.208,0.109,1.49
clock,0,0,0
total,0.208,0.109,1.49
-- per-layer routing --
| metal | wire (um) | track usage [%] | share of wire (%) |
|---|---|---|---|
| met1 | 3950 | 16.0 | 37 |
| met2 | 5640 | 26.5 | 52 |
| met3 | 1160 | 5.21 | 11 |
| met4 | 0 | 0.329 | 0 |
| met5 | 0 | 0 | 0 |
Power and IR drop assume default switching activity.
